==> design/flow/design.v <==
module counter #(
    parameter CNT_MAX = 50_000_000     
)(
    input  logic clk,
    input  logic reset,
    output logic clk_div              
);
    logic [31:0] count;
    always_ff @(posedge clk) begin
        if (reset) begin
            count <= '0;
            clk_div <= '0;
        end
        else if (count >= CNT_MAX - 1) begin
            count <= '0;
            clk_div <= ~clk_div;     
        end
        else begin
            count <= count + 1;
        end
    end
endmodule
==> design/flow/run.sh <==
#!/bin/bash
# OpenROAD 26Q1-2900-gdf79404cd8, Yosys 0.63+post, stock flow scripts
make -C /OpenROAD-flow-scripts/flow DESIGN_CONFIG=/design/flow/config.mk WORK_HOME=/design/flow/orfs finish
==> design/flow/config.mk <==
export PLATFORM = sky130hd
export DESIGN_NAME = counter
export DESIGN_NICKNAME = counter
export VERILOG_FILES = /design/flow/design.v
export SDC_FILE = /design/flow/constraint.sdc
export NUM_CORES = 4
export LEC_CHECK = 1
export CORE_AREA = 10 10 105 105
export DIE_AREA = 0 0 115 115
==> design/flow/constraint.sdc <==
current_design counter

set clk_period 3.1
set clk_io_pct 0.2

create_clock -name clk0 -period $clk_period [get_ports {clk}]

set non_clock_inputs [all_inputs -no_clocks]
set_input_delay [expr $clk_period * $clk_io_pct] -clock clk0 $non_clock_inputs
set_output_delay [expr $clk_period * $clk_io_pct] -clock clk0 [all_outputs]
==> impl_metrics.json <==
{
  "tightest_slew_ps": 875.5,
  "grt_setup_unrepaired": "false",
  "dr.pass1.iters": 2,
  "gr-total-overflow": 0,
  "slowest_delay_ps": 650,
  "max_freq_mhz": 466.1,
  "ys_seq_frac": 0.4628,
  "power_leakage_nw": 0.5375,
  "crit-reg2reg-launch": "count[0]$_SDFF_PP0_",
  "start_kind": "flip-flop",
  "hold_path_startpoint": "count[0]$_SDFF_PP0_",
  "cp.required_ps": 3280,
  "place_ws_ps": 960.0,
  "coreArea_sq_um": 8763,
  "ys_cells": 140,
  "run_status": "complete, no violations",
  "hold_end": "count[0]$_SDFF_PP0_",
  "area_growth_pct": 19.63,
  "tool_warnings": 25,
  "grt_max_degree": 13,
  "placed_cell_area_sq_um": 1593,
  "ios": 3,
  "die_x_um": 115,
  "yosys_warnings": 1,
  "maxSlewHeadroom": 0.4118,
  "final_area_sq_um": 1708,
  "cp_slowest_cell": "o311ai_4",
  "routabilityCongestion": 0.7817,
  "cts_tree": "done",
  "fillerInstances": 971,
  "period_needed_ps": 2145,
  "ir_worst_vdd_mv": 0.3048,
  "drc_errors": 0,
  "synth_cell_types": 32,
  "syn_area_per_cell_sq_um": 10.20,
  "avgRoutedWirePerCell_um": 8.248,
  "yosys_area_sq_um": 1428,
  "worst_r2r_endpoint": "count[11]$_SDFF_PP0_",
  "slew_viol_final": 0,
  "ys.flops": 33,
  "antenna_cells": 0,
  "hold_buffers": 0,
  "hp-class": "reg2reg",
  "cts_setup_buffers": 0,
  "io_buffers": 2,
  "ctsResizeCount": 0,
  "totalWireLength_um": 2161,
  "cts_buffers": 5,
  "dieArea_sq_um": 13230,
  "clock_skew_ps": 6.425,
  "setup_viol": 0,
  "dp_hpwl_um": 1509,
  "fin_tns_setup_ps": 0,
  "path_cells": "ha_1 -> nand3_1 -> nor2_1 -> nor3_2 -> o311ai_4 -> buf_4 -> nor2_1",
  "layout_setup_ws_ps": 954.6,
  "cts_buffer_depth": 2,
  "path_common_cell": "nor2_1",
  "end_kind": "flip-flop",
  "finalHoldViolations": 0,
  "maxCapViolCount": 0,
  "antenna_found_initial": 0,
  "routed_via_density": 3.458,
  "root_buffer": "clkbuf_8",
  "path_class": "reg2reg",
  "whs_path_depth": 1,
  "crit_arrival_ps": 2320,
  "num_rows": 34,
  "grt_pass1_vias": 906,
  "power.density_cell_area_nw_per_um2": 494.7,
  "synthesis.area_sq_um": 1428,
  "vias": 906,
  "htree_levels": 2,
  "numClockSinks": 33,
  "rrSetupSlack_ps": 950,
  "drive_above_1_share": 0.2597,
  "post-route-util": 0.1949,
  "grt.total_usage": 0.03581,
  "drt_iter0_drc": 94,
  "ant_nets": 0,
  "fp.dieH_um": 115,
  "clk_pin_slew_worst_paths_ps": 70,
  "initial_utilization": 0.1629,
  "insertion_delay_ps": 290,
  "synthCells": 140,
  "reg2reg_depth": 7,
  "whs_ps": 473.4,
  "timing.final.crit_share": 0.6921,
  "crit_path_max_fanout": 12,
  "grt_first_pass_wirelength_um": 4057
}
## registers in the layout (all words and copies together), names as in the netlist
name and count:
clk_div 1, count 32
## final cells by class
type / instances / area [sq um] / share of cell area
Clock inverter: 3 / 46.29 / 0.02711
Tap cell: 108 / 135.1 / 0.07912
Sequential cell: 33 / 660.6 / 0.3868
Inverter: 2 / 7.507 / 0.004396
Clock buffer: 5 / 68.82 / 0.04029
Multi-Input combinational cell: 106 / 747.0 / 0.4374
Timing Repair Buffer: 5 / 42.54 / 0.02491
## synth_stat cells, drive strengths merged
cell,n,area share
a2111oi,1,0.019
a31oi,1,0.0044
and2,3,0.014
and3,7,0.032
and4,3,0.019
buf,3,0.019
clkbuf,1,0.0026
conb,1,0.0026
dfxtp,33,0.46
ha,1,0.0088
inv,2,0.0053
mux2,1,0.0079
nand2,3,0.0079
nand3,10,0.035
nand4,7,0.031
nor2,30,0.11
nor2b,1,0.0044
nor3,3,0.014
nor4b,1,0.0061
o21a,1,0.011
o311ai,1,0.018
o31a,1,0.0070
or4,2,0.013
xnor2,9,0.055
xor2,14,0.086
## per-layer routing
metal  vias up  track usage  wire length [um]
met5         -            0                 0
met4         0     0.008251                61
met3         5      0.01266                80
met2         6      0.05593               911
met1       395      0.04670              1107
li1        500            -                 -
## critical path, delay by kind of cell, from the launching register on
family | cells | cell delay [ps]
AND-OR/OR-AND | 1 | 650
AND/OR/NAND/NOR | 4 | 480
flip-flops | 1 | 380
buffers and inverters | 1 | 300
adder cells (fa/ha/maj) | 1 | 220
## metrics by stage
| step | std cells | power (mW) |
|---|---|---|
| 5_1_grt | 262 | 0.8827 |
| 2_1_floorplan | 145 | 0.4461 |
| 4_1_cts | 262 | 0.8573 |
| 3_5_place_dp | 254 | 0.4508 |
| 6_report | 262 | 0.8449 |
| 3_3_place_gp | 254 | 0.4506 |
## cell families (layout without fill, tap and decap cells)
| family | after synthesis | count (layout) | synth area share |
|---|---|---|---|
| flops | 33 | 33 | 0.4627 |
| buf+inv | 6 | 15 | 0.02716 |
| compound gates | 5 | 5 | 0.05960 |
| mux | 1 | 1 | 0.007887 |
| xor+xnor | 23 | 23 | 0.1411 |
| fa+ha+maj | 1 | 1 | 0.008763 |
| other cells | 1 | 6 | 0.002627 |
| simple gates | 70 | 70 | 0.2901 |
## report_power, final
| group | internal, mW | switching, mW | total, mW | leakage [nW] |
|---|---|---|---|---|
| logic | 0.00547 | 0.00391 | 0.00938 | 0.215 |
| clock network | 0.240 | 0.164 | 0.404 | 0.0543 |
| registers | 0.429 | 0.00233 | 0.431 | 0.268 |
| total | 0.675 | 0.170 | 0.845 | 0.537 |
## worst max path at each step
stage                    from                    to  slack [ps]  cells past startpoint
6_report  count[0]$_SDFF_PP0_  count[11]$_SDFF_PP0_         950                      7
5_1_grt   count[0]$_SDFF_PP0_  count[11]$_SDFF_PP0_         760                      7
4_1_cts   count[0]$_SDFF_PP0_  count[11]$_SDFF_PP0_         940                      7
## layout by cell type, fill, tap and decap left out, types with 2 or more instances in the layout
cell	n
clkdlybuf4s50_1	2
nor3_1	2
and4_1	2
buf_4	3
nor2_2	20
nor2_1	10
xnor2_1	9
and3_1	6
clkbuf_8	5
and2_1	2
dfxtp_1	33
conb_1	6
xor2_1	14
inv_1	2
nand4_1	7
nand2_1	3
nand3_1	10
No activity file was given, so power comes from the tool's default toggle rates.
